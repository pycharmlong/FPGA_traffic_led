===== ./design.v =====
module clock_25(clk,rst_n,en25,c25);
	input clk,rst_n,en25;
	output reg c25;
	reg [20:0] cnt25;
	always @(posedge clk or negedge rst_n)
	begin
		if(!rst_n)
			begin
				cnt25 <= 21'd0; 
				c25 <= 1'b0;
			end
		else if(en25 == 1'b1)
			begin
				if(cnt25 == 21'd1249_999) 
					begin
						cnt25 <= 21'd0;
						c25 <= 1'b1;
					end
				else
					begin
						cnt25 <= cnt25 + 1'b1;
						c25 <= 1'b0;
					end
			end	
		else
			cnt25 <= 21'd0;
	end
endmodule
module clock_30(clk,rst_n,en30,c30);
	input clk,rst_n,en30;
	output reg c30;
	reg [20:0] cnt30;
	always @(posedge clk or negedge rst_n)
	begin
		if(!rst_n)
			begin
				cnt30 <= 21'd0; 
				c30 <= 1'b0;
			end
		else if(en30 == 1'b1)
			begin
				if(cnt30 == 21'd1499_999) 
					begin
						cnt30 <= 21'd0; 
						c30 <= 1'b1;
					end
				else
					begin
						cnt30 <= cnt30 + 1'b1;
						c30 <= 1'b0;
					end
			end	
		else
			cnt30 <= 21'd0;
	end
endmodule
module clock_5(clk,rst_n,en5,c5);
	input clk,rst_n,en5;
	output reg c5;
	reg [17:0] cnt5;
	always @(posedge clk or negedge rst_n)
	begin
		if(!rst_n)
			begin
				cnt5 <= 18'd0; 
				c5 <= 1'b0;
			end
		else if(en5 == 1'b1)
			begin
				if(cnt5 == 18'd249_999) 
					begin
						cnt5 <= 18'd0; 
						c5 <= 1'b1;
					end
				else
					begin
						cnt5 <= cnt5 + 1'b1;
						c5 <= 1'b0;
					end
			end	
		else
			cnt5 <= 18'd0;
	end
endmodule
module traffic_led(rst_n,clk,r1,g1,y1,r2,g2,y2); 
	input rst_n,clk;
	wire c5,c25,c30;
	reg [2:0] en;
	output reg r1,g1,y1,r2,g2,y2;   
	reg [3:0] current_state,next_state;
	localparam 
		s0 = 4'b0001,
		s1 = 4'b0010,
		s2 = 4'b0100,
		s3 = 4'b1000;
	clock_5 u0(
		.clk(clk),
		.rst_n(rst_n),
		.en5(en[0]),
		.c5(c5)
	);
	clock_25 u1(
		.clk(clk),
		.rst_n(rst_n),
		.en25(en[1]),
		.c25(c25)
	);
	clock_30 u2(
		.clk(clk),
		.rst_n(rst_n),
		.en30(en[2]),
		.c30(c30)
	);
	always @(posedge clk or negedge rst_n)
	begin
		if(!rst_n)
			begin
				current_state <= s0;
			end
		else
			current_state <= next_state;	
	end
	always@(*)
	begin
			case(current_state)
				s0:begin   
						en <= 3'b100;
						r1 <= 1'b0; r2 <= 1'b1;
						g1 <= 1'b1; g2 <= 1'b0;
						y1 <= 1'b0; y2 <= 1'b0;
						if(c30 == 1)
							next_state <= s1;
						else
							next_state <= s0;
					end
				s1:begin   
						en <= 3'b001;
						r1 <= 1'b0; r2 <= 1'b1;
						g1 <= 1'b0; g2 <= 1'b0;
						y1 <= 1'b1; y2 <= 1'b0;
						if(c5 == 1)
							next_state <= s2;
						else	
							next_state <= s1;					
					end
				s2:begin   
						en <= 3'b010;
						r1 <= 1'b1; r2 <= 1'b0;
						g1 <= 1'b0; g2 <= 1'b1;
						y1 <= 1'b0; y2 <= 1'b0;
						if(c25 == 1)
							next_state <= s3;
						else
							next_state <= s2;				
					end
				s3:begin   
						en <= 3'b001;
						r1 <= 1'b1; r2 <= 1'b0;
						g1 <= 1'b0; g2 <= 1'b0;
						y1 <= 1'b0; y2 <= 1'b1;
						if(c5 == 1)
							next_state <= s0;
						else
							next_state <= s3;
					end
				default: next_state <= s0;
			endcase
	end
endmodule

===== ./run.sh =====
#!/bin/bash
# OpenROAD 26Q1-2900-gdf79404cd8, Yosys 0.63+post, stock flow scripts
make -C /OpenROAD-flow-scripts/flow DESIGN_CONFIG=/design/flow/config.mk WORK_HOME=/design/flow/orfs finish

===== ./config.mk =====
export PLATFORM = sky130hd
export DESIGN_NAME = traffic_led
export DESIGN_NICKNAME = traffic_led
export VERILOG_FILES = /design/flow/design.v
export SDC_FILE = /design/flow/constraint.sdc
export NUM_CORES = 4
export LEC_CHECK = 1
export CORE_UTILIZATION = 40

===== ./constraint.sdc =====
current_design traffic_led

set clk_period 3.5
set clk_io_pct 0.2

create_clock -name clk0 -period $clk_period [get_ports {clk}]

set non_clock_inputs [all_inputs -no_clocks]
set_input_delay [expr $clk_period * $clk_io_pct] -clock clk0 $non_clock_inputs
set_output_delay [expr $clk_period * $clk_io_pct] -clock clk0 [all_outputs]

==> impl_metrics.json <==
{
  "drc": 0,
  "core.rowCount": 33,
  "cts_root_buffer": "clkbuf_8",
  "reg2reg_to": "u1.c25$_DFFE_PN0P_",
  "crit_path_start_kind": "flop",
  "cp.arrival_ns": 2.88,
  "area_leaders": "dfrtp_1 48%, xnor2_1 7.2%, nor2_1 5.7%",
  "post_drt_wl_per_cell_um": 13.0,
  "routed_wl_um": 6210,
  "tightest_slew_ns": 0.824,
  "r2r_start": "u1.cnt25[13]$_DFF_PN0_",
  "chip_area_um2": 8890,
  "fmax_ghz": 0.384,
  "drt_iter0_drc": 107,
  "io_pins": 8,
  "antenna_cells": 0,
  "warnings": 25,
  "fin_worst_hold_slack_ns": 0.349,
  "slowest_stage": "o41ai_4",
  "ctsHoldBuffers": 0,
  "yosys_area_um2": 3410,
  "layout_top_cell": "dfrtp_1",
  "rr_worst_depth": 5,
  "synth.top_cell.area_share": 0.485,
  "ff_type": "dfrtp_1",
  "crit_fanout": 11,
  "final_core_util": 0.463,
  "finalInstanceArea_um2": 3810,
  "cts_setup_buffers": 0,
  "report.final.slew_viol_count": 0,
  "yosysWarnings": 4,
  "syn_inst": 351,
  "outcome": "finished, final reports clean",
  "fp_util": 0.415,
  "ys_ff": 76,
  "rsz0062_at_grt": "no",
  "antenna_found_initial": 0,
  "grt_usage": 0.166,
  "top_area_cell": "dfrtp_1",
  "synth_area_per_cell_um2": 9.71,
  "globalRouteOverflowTotal": 0,
  "min_path_type": "primary input to async pin",
  "cts_tree": "yes",
  "portBuffers": 7,
  "synthToLayoutAreaGrowth_pct": 11.8,
  "drive_gt1_frac": 0.0701,
  "skew_ns": 0.00827,
  "synthArstFlopShare": 0.882,
  "synthAoiAreaFrac": 0.0679,
  "vias": 2471,
  "hpwl_um": 4170,
  "power_leakage_nw": 1.49,
  "worst_ep_required_time_ns": 3.78,
  "slowest_delay_ns": 0.65,
  "synthSimpleGateAreaFrac": 0.255,
  "synth_xor_xnor_area_share": 0.103,
  "place_congestion": 0.825,
  "crit_chain": "or4_1 > or4_4 > o41ai_4 > buf_4 > o21a_1",
  "grt_pass1_vias": 2394,
  "drv_cap": 0,
  "ys_sh_mux": 0,
  "pwr_density_cell_nw_per_um2": 379,
  "end_kind": "flop",
  "place_area_um2": 3600,
  "worst_skew_pair.late_latency_ns": 0.34,
  "die_h_um": 94.3,
  "drt_first_pass_iters": 4,
  "netlist_area_um2": 3410,
  "timing.final.crit_share": 0.744,
  "numCtsBuffers": 9,
  "fin_setup_tns_ns": 0,
  "post-route-min-period_ns": 2.60,
  "slew_headroom": 0.446,
  "ys_cells": 351,
  "unclocked_regs": 9,
  "die_w_um": 94.3,
  "htree_num_levels": 3,
  "viasPerCell": 5.19,
  "grt_pass1_wl_um": 11400,
  "cts.reportedPaths.clkPinSlew_ns": 0.07,
  "synth-edff-count": 0,
  "untimed_endpoints": 15,
  "top_logic_kind": "simple AND/OR/NAND/NOR gates",
  "hold_violations": 0,
  "setup_viol": 0,
  "grt_max_degree": 41,
  "cts.path.max_buffers": 2,
  "peakVddDrop_v": 0.000144,
  "synth.cellmix.adderShare": 0.0110,
  "most-common-layout-cells": "66 x dfrtp_1, 52 x nor2_1, 28 x xnor2_1, 24 x nand2_1, 20 x nand3_1",
  "postRouteAntennaNets": 0,
  "core_area_um2": 8220,
  "ys_types": 32,
  "reg2reg_setup_slack_ns": 0.90,
  "crit_type": "flop to flop",
  "cts_resized": 0
}
layer usage:
metal / track usage / vias up / wire (µm)
li1: - / 1260 / -
met1: 0.270 / 1177 / 3240
met2: 0.245 / 29 / 2700
met3: 0.0362 / 5 / 205
met4: 0.0141 / 0 / 63
met5: 0 / - / 0
cell usage after synthesis (5+ instances only):
master     n
a21oi_1   14
or4_1      8
nor4_1     8
o21ai_0   15
inv_1     16
and4_1     5
nor2_1    52
dfrtp_1   66
clkbuf_1   6
nand4_1   17
nand3_1   20
xor2_1    12
nand2_1   24
xnor2_1   28
or3_1     14
dlxtn_1    9
nor3_1    11
logic make-up (layout without fill, tap and decap cells):
group,Yosys count,count (layout)
AOI/OAI and AO/OA,38,38
xor gates and xnor gates,40,40
adders and majority gates,3,3
buffers and inverters,24,44
DFF,67,67
latches,9,9
and+or+nand+nor,170,170
sequential cells by signal (all words and copies together) (netlist names), 3 cells and up:
signal / cells
u1.cnt25: 21
u2.cnt30: 21
u0.cnt5: 18
current_state: 4
en: 3
metrics by stage:
step	std cells	worst slack, ns	total power (W)
final	476	0.897	0.00144
after global routing	476	0.742	0.00150
after CTS	476	0.882	0.00147
after detailed placement	460	0.912	0.000807
after global placement	460	0.921	0.000807
after floorplan	351	1.34	0.000789
critical path, delay by kind of cell, from the launching register on:
| family | cells | cell delay, ns |
|---|---|---|
| AND-OR/OR-AND | 2 | 0.78 |
| AND/OR/NAND/NOR | 2 | 1.02 |
| buffers and inverters | 1 | 0.29 |
| flip-flops | 1 | 0.44 |
area by class of cell:
cell class              count  area [µm²]
clock buffers              12         155
clock inverters             4        48.8
fillers                   761        4410
inverters                  16        60.1
multi-input cells         251        1500
flip-flops and latches     76        1810
well taps                 105         131
repair buffers             12         103
worst max-delay path by stage:
stage | cells after the start | start | end | slack (ns)
CTS | 5 | u1.cnt25[13]$_DFF_PN0_ | u1.c25$_DFFE_PN0P_ | 0.88
global route | 5 | u1.cnt25[13]$_DFF_PN0_ | u1.c25$_DFFE_PN0P_ | 0.74
finish | 5 | u1.cnt25[13]$_DFF_PN0_ | u1.c25$_DFFE_PN0P_ | 0.90
report_power, final:
group / internal, W / switching, W / total (W) / leakage, nW
Clock: 0.000367 / 0.000287 / 0.000655 / 0.106
Combinational: 0.00000185 / 0.0000144 / 0.0000163 / 0.399
Sequential: 0.000774 / 0 / 0.000774 / 0.980
Power is estimated from default activity; no workload was simulated.
